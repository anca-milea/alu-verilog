==> flow/design.v <==
module alu(
    output[16 - 1:0] data_out,
	 output 							  valid_out,
	 output 							  cmd_out,
	 input [16 - 1:0] data_in,
	 input 							  valid_in,
	 input 							  cmd_in,
	 output 									 amm_read,
	 output[8 - 1:0] amm_address,
	 input [8 - 1:0] amm_readdata,
	 input 									 amm_waitrequest,
	 input[1:0] 							 amm_response,
	 input clk,
	 input rst_n
    );
	parameter state_width = 16;
	reg[state_width-1 : 0] state = 'h00, next_state;
	reg[5:0] nof_operands; 				 
	reg[3:0] opcode; 						 
	reg[1:0] mod;							 
	reg[7:0] operand[0:63];				 
	reg[7:0] operand_dir;				 
	reg error;								 
	reg[11:0] result;						 
	reg[5:0] last_index;
	reg[5:0] current_index;
	reg[10:0] counter_next, counter;
	reg[5:0] nof;
	reg[7:0] shiftop1, shiftop2;
	reg[16 - 1:0]  		reg_data_out;
	reg 							  		reg_valid_out;
	reg 							  		reg_cmd_out;
	reg 									reg_amm_read;
	reg[8 - 1:0] reg_amm_address;
	initial begin
		counter <= 0;
		counter_next <= 0;
	end
	always @(posedge clk) begin
		state <= next_state;
		counter <= counter_next;
		if(!rst_n) begin
			state <= 'h00;	
		end
	end
	always @(*) begin
		reg_data_out = 0;
		reg_valid_out = 0;
		reg_cmd_out = 0;
		reg_amm_read = 0;
		reg_amm_address = 0;
		case(state)
			'h00: begin
						counter_next = 0;
						current_index = 0;
						last_index = 0;
						error = 0;
						nof = 0;
						nof_operands = 0;
						opcode = 0;
						shiftop1 = 0;
						shiftop2 = 0;
						result = 0;
						next_state = 'h10;
			end
			'h10: begin
						if(cmd_in == 1 && valid_in == 1) begin
							opcode = data_in[11:8];
							nof_operands = data_in[5:0];
							next_state = 'h20;
							nof = nof_operands;
							if(nof_operands == 0) begin
								error = 1;
								next_state = 'h30;
							end
							if(nof_operands != 1 && (opcode == 4 || opcode == 5 || opcode == 6 || opcode == 7)) begin
								error = 1;
								next_state = 'h30;
							end
							if(opcode == 1)
								result = 12'b111111111111;
						end	
						else next_state = 'h10;
			end
			'h20: begin
								if(valid_in == 1 && cmd_in == 0 && counter_next == counter) begin
								counter_next = counter_next + 1;
								mod = data_in[9:8];
								operand_dir = data_in[7:0];
								if(mod == 2'b00) begin
									case(opcode)
										0: begin
											result = result + operand_dir;
										end
										1: begin
											result = result & operand_dir;
										end
										2: begin
											result = result | operand_dir;
										end
										3: begin
											result = result ^ operand_dir;
										end
										4: begin
											result = ~operand_dir;
										end
										5: begin
											result = operand_dir + 1;
										end
										6: begin
											result = operand_dir - 1;
										end
										7: begin
											result = ~operand_dir + 1;
										end
										8: begin
											if(nof_operands == 2) begin
												result = !result? operand_dir: result >> operand_dir;
												if(last_index == 1)
													shiftop2 = operand_dir;
											end
											if(nof_operands != 2) error = 1;
										end
										9: begin
											if(nof_operands == 2) begin
												result = !result? operand_dir: result << operand_dir;
												if(last_index == 1)
													shiftop2 = operand_dir;
											end
											if(nof_operands != 2) error = 1;
										end
									endcase
							end
							if (mod == 2'b01) begin
								operand[last_index] = operand_dir;
								last_index = last_index + 1;
							end
							nof = nof - 1;	
							next_state = 'h20;
							if(nof == 0) begin
								next_state = 'h30;
								if(last_index != 0) begin
									next_state = 'h50;
								end
							end
						end
			end
			'h50: begin
				reg_amm_address = operand[current_index];
				if(reg_amm_address < 'h00 || (reg_amm_address > 'h0F && reg_amm_address < 'h30) || (reg_amm_address > 'h7F && reg_amm_address < 'hA0) || reg_amm_address > 'hFF)
				begin
					error = 1;
					next_state = 'h30;
				end
				reg_amm_read = 1;
				if(amm_waitrequest == 0) begin
					if(amm_response != 2'b00) begin
						error = 1;
						next_state = 'h30;
					end
					if(amm_response == 2'b00) begin
							current_index = current_index + 1;
							operand_dir = amm_readdata;
							case(opcode)
								0: begin
									result = result + operand_dir;
								end
								1: begin
									result = result & operand_dir;
								end
								2: begin
									result = result | operand_dir;
								end
								3: begin
									result = result ^ operand_dir;
								end
								4: begin
									result = ~operand_dir;
								end
								5: begin
									result = operand_dir + 1;
								end
								6: begin
									result = operand_dir - 1;
								end
								7: begin
									result = ~operand_dir + 1;
								end
								8: begin
									if(nof_operands == 2)
										result = !result? operand_dir: result >> operand_dir;
										if(last_index == 1) begin
											shiftop1 = operand_dir;
											result = shiftop1 >> shiftop2;
										end
									if(nof_operands != 2) error = 1;
								end
								9: begin
									if(nof_operands == 2)
										result = !result? operand_dir: result << operand_dir;
										if(last_index == 1) begin
											shiftop1 = operand_dir;
											result = shiftop1 << shiftop2;
										end
									if(nof_operands != 2) error = 1;
								end
						endcase				
						if(current_index == last_index)
							next_state = 'h30;
						if(current_index != last_index)
							next_state = 'h50;
					end
				end
				else next_state = 'h50;
			end
			'h30: begin
						reg_data_out[15:5] = 0;
						reg_data_out[4] = error;
						reg_data_out[3:0] = opcode;
						reg_valid_out = 1;
						reg_cmd_out = 1;
						next_state = 'h40;
			end
			'h40: begin
						reg_data_out[15:12] = 0;
						if(opcode == 4 || opcode == 9 || opcode == 7)
							result  = {4'b0, result[7:0]};
						if(error == 1)
							result = 16'hBAD;
						reg_data_out[11:0] = result;
						reg_valid_out = 1;
						reg_cmd_out = 0;
						next_state = 'h00;
			end
		endcase
	end
	assign data_out = reg_data_out;
	assign valid_out = reg_valid_out;
	assign cmd_out = reg_cmd_out;
	assign amm_address = reg_amm_address;
	assign amm_read = reg_amm_read;
endmodule
==> flow/run.sh <==
#!/bin/bash
# OpenROAD 26Q1-2900-gdf79404cd8, Yosys 0.63+post, stock flow scripts
make -C /OpenROAD-flow-scripts/flow DESIGN_CONFIG=/design/flow/config.mk WORK_HOME=/design/flow/orfs finish
==> flow/config.mk <==
export PLATFORM = sky130hd
export DESIGN_NAME = alu
export DESIGN_NICKNAME = alu
export VERILOG_FILES = /design/flow/design.v
export SDC_FILE = /design/flow/constraint.sdc
export NUM_CORES = 4
export LEC_CHECK = 1
export CORE_UTILIZATION = 50
==> flow/constraint.sdc <==
current_design alu

set clk_period 3.5
set clk_io_pct 0.2

create_clock -name clk0 -period $clk_period [get_ports {clk}]

set non_clock_inputs [all_inputs -no_clocks]
set_input_delay [expr $clk_period * $clk_io_pct] -clock clk0 $non_clock_inputs
set_output_delay [expr $clk_period * $clk_io_pct] -clock clk0 [all_outputs]
==> impl_metrics.toml <==
# physical design summary
[run_status]
status = "completed"

[floorplanning]
die_w_microns = 208
die_area_sq_um = 43100
boundaryPins = 58
die.size.y_microns = 208
core_area_sq_um = 41300
placementRows = 74
fp-utilization_pct = 51.2

[cts]
cts_setup_buffers = 0
cts_buffers = 3
clk_pin_slew_ps = 60
cts_buffer_depth = 2
root_buffer = "clkbuf_16"
ctsHoldBuffers = 0
h-tree-depth = 1
cts_tree = "built"

[synthesis]
ys.flops = 615
async_reset_ff_share_pct = 0
aoi_share_pct = 22.6
ys.warnings.count = 515
synth_area_per_cell_sq_um = 8.20
mux_share_pct = 1.69
area_leaders = "dlxtn_1 (42%), a22oi_1 (7.3%), nor2_1 (4.3%)"
edf_count = 0
synth_adder_area_share_pct = 3.03
yosys_area_sq_um = 21100
top_area_cell = "dlxtn_1"
synthCells = 2578
syn-cell-area_sq_um = 21100
ys_top_logic_family = "AND-OR/OR-AND gates"
top_cell_area_share_pct = 41.8
ys_sh_xor_pct = 3.52
synth-main-ff-cell = "dlxtn_1"
ys_sh_simple_pct = 21.2
synth-cells-yosys = 2578
synth.distinct_cells = 90

[sta]
worst_pin_slew_ps = 1090
setup_tns_ps = 0
timing.hold.ws_ps = 1350
unclocked_pins = 588
rsz0062_at_grt = "no"
clock.fmax_mhz = 298
untimed_endpoints = 586
period_used_pct = 96.0
hold_viol = 0
period_minus_slack_ps = 3360
setup-violations-final = 0
slew_headroom_pct = 27.1
report.final.slew_viol_count = 0

[worst_setup_path]
cp.arrival_ps = 2660
worstPathRequired_ps = 2800
crit_path_max_incr_delay_ps = 580
path_cells = "or4_4, nor3_1, nand2_2, buf_4, nor2_1, clkdlybuf4s50_1"
cp_slowest_cell = "or4_4"
critPathKind = "reg -> out"
cp-end-kind = "output pin"
cp_max_fo = 12
critPathLaunchType = "register"

[power]
sw_frac_of_total_pct = 35.4
p_leak_nw = 9.67
p_switching_mw = 0.551
pwr-share-clk_pct = 16.2
ir_drop_v = 0.000277
finalPower_mw = 1.56
combPwrFrac_pct = 32.2
pwr-share-seq_pct = 51.6
power_density_nw_per_um2 = 68.0
power.internal_mw = 1.00

[final_layout]
drive_above_1_share_pct = 7.67
post-route-util_pct = 55.4
instances_no_fill = 3169
area_growth_pct = 8.15

[grt]
grt_max_degree = 76
grt_usage_pct = 46.8
grt_pass1_vias = 20100
antenna_found_initial = 2
grt_pass1_wl_microns = 141000
grt_overflow = 0

[route]
drt_iter0_drc = 2647
ant_nets = 0
viasPerCell = 6.86
route.detailed.drc = 0
avgRoutedWirePerCell_microns = 31.0
drt_wl_total_microns = 98300
vias = 21800
first_pass_iters = 7

[job]
warnings = 55
cap_violations = 0

[placement]
dp.cells = 3161
io_buffers = 49
gp_congestion = 1.15
place_hpwl_microns = 72100

[hold_path]
worstHoldPathType = "in -> reg"
worst max-delay path: cells and delay by family, from the launching register on:
family	cells	cell delay [ps]
buffers and inverters	2	770
flip-flops	1	330
AND/OR/NAND/NOR	4	1290
kinds of logic (layout without fill, tap and decap cells):
logic type | after synthesis | in the layout
AND-OR/OR-AND | 700 | 700
XOR/XNOR | 85 | 85
adder cells (fa/ha/maj) | 50 | 50
buffers and inverters | 195 | 234
flip-flops | 27 | 27
latches | 588 | 588
multiplexers | 35 | 35
other | 1 | 21
AND/OR/NAND/NOR | 897 | 897
cell usage after synthesis, drive strengths merged, types with 23 or more instances:
| library cell | n |
|---|---|
| a21oi | 110 |
| a22oi | 207 |
| a31oi | 23 |
| and2 | 31 |
| buf | 23 |
| clkbuf | 120 |
| dfxtp | 27 |
| dlxtn | 588 |
| ha | 48 |
| inv | 46 |
| mux2i | 29 |
| nand2 | 175 |
| nand3 | 158 |
| nand4 | 65 |
| nor2 | 247 |
| nor3 | 59 |
| nor4 | 36 |
| o21ai | 142 |
| o22ai | 26 |
| xnor2 | 51 |
| xor2 | 34 |
cells in the final DEF (no fill, tap or decap), drive strengths merged, types with 9 or more instances in the layout:
master | synthesis | final
xor2 | 34 | 34
o211ai | 19 | 19
a221o | 9 | 9
nor2 | 247 | 247
a221oi | 17 | 17
and2 | 31 | 31
mux2i | 29 | 29
nand2 | 175 | 175
o31ai | 16 | 16
dlxtn | 588 | 588
a22o | 10 | 10
or3 | 9 | 9
nand3 | 158 | 158
ha | 48 | 48
a31oi | 23 | 23
nor4 | 36 | 36
a21oi | 110 | 110
a21o | 12 | 12
a22oi | 207 | 207
buf | 23 | 137
dfxtp | 27 | 27
clkdlybuf4s50 | 0 | 41
nand3b | 11 | 11
o21ai | 142 | 142
nor2b | 15 | 15
xnor2 | 51 | 51
or2 | 11 | 11
inv | 46 | 46
nand2b | 16 | 16
nand4 | 65 | 65
a211oi | 11 | 11
and3 | 20 | 20
nor3 | 59 | 59
nor3b | 11 | 11
conb | 1 | 17
o22ai | 26 | 26
state kept, by name (all words and copies together) (netlist names):
name	count
last_index	6
nof_operands	6
state	16
current_index	6
result	12
operand	512
shiftop2	8
counter	11
opcode	4
error	1
counter_next	11
next_state	16
nof	6
layer usage:
layer | track usage (%) | wire length, microns
met1 | 60.1 | 34900
met2 | 68.4 | 42000
met3 | 14.2 | 12000
met4 | 34.0 | 9390
met5 | 0 | 12
worst paths after layout:
kind	startpoint	to	slack (ps)	cells past startpoint
worst max-delay path	state[13]	amm_address[4]	140	6
worst min-delay path	rst_n	state[4]	1350	2
power by group through the flow:
stage | logic, mW | registers, mW | clock network [mW]
5_1_grt | 0.529 | 0.833 | 0.272
6_report | 0.502 | 0.802 | 0.251
4_1_cts | 0.480 | 0.799 | 0.258
cell type report:
class / count / area [sq um]
fill: 3756 / 18400
timing repair buffer: 178 / 1420
antenna: 4 / 10.0
clock inverter: 1 / 7.51
tap: 532 / 666
inverter: 52 / 195
sequential: 615 / 9370
multi-input combinational: 1784 / 11100
clock buffer: 3 / 75.1
through the flow:
step                worst slack (ps)  area (sq um)
floorplan                       1000         21200
global placement                 278         22700
detailed placement               205         22700
CTS                             24.7         22800
global route                    14.6         22900
finish                           140         22900
repair_timing:
item | CTS | global route
setup endpoints to repair | 5 | 17
pin swaps | 0 | 0
resized | 2 | 5
Power figures rest on the tool's default switching activity, not on a simulated workload.
